==> design/flow/design.v <==
module lfsr_random (
    input clk,
    input wire btn,
    input wire rst,
    input wire [1:0] seed,
    output reg [1:0] rand_num
);
reg clk_div;       
reg [25:0] cnt;    
 always@(posedge clk or posedge rst)begin
    if (rst)
        cnt <= 26'd0;                  
    else if (cnt == 31250000-1) 
        cnt <= 26'd0;                  
    else
        cnt <= cnt + 1;                
 end
 always@(posedge clk or posedge rst)begin
    if (rst)
        clk_div <= 1'b0;                
    else if (cnt == 0)
        clk_div <= ~clk_div;            
    else if (cnt == 15625000-1) 
        clk_div <= ~clk_div;
 end
reg [1:0] lfsr;
always @(posedge btn or posedge rst) begin
    if (rst) begin
        lfsr <= seed;
    end else begin
        lfsr <= {lfsr[0], lfsr[1]^clk_div};
    end
end
always @(posedge btn or posedge rst) begin
    if (rst) begin
        rand_num <= 2'b00;
    end else begin
        rand_num <= (lfsr % 3) + 1;
    end
end
endmodule
module button_to_led (
    input wire clk,
    input wire rst,        
    input wire btn1,       
    input wire btn2,       
    input wire btn3,       
    output reg [3:0] led   
);
    wire [1:0] rand_num;
    reg btn1_d, btn2_d, btn3_d;
    always @(posedge clk or posedge rst) begin
        if (rst) begin
            btn1_d <= 1'b0;
            btn2_d <= 1'b0;
            btn3_d <= 1'b0;
        end else begin
            btn1_d <= btn1;
            btn2_d <= btn2;
            btn3_d <= btn3;
        end
    end
        lfsr_random lfsr_inst (
            .clk(clk),
            .btn(btn1_d | btn2_d | btn3_d),   
            .rst(rst),
            .seed(2'b01),   
            .rand_num(rand_num)
        );
    always @(posedge clk or posedge rst) begin
        if (rst) begin
            led <= 4'b0000;  
        end else begin
            case(rand_num)
                2'b01: led <= 4'b0010;   
                2'b10: led <= 4'b0100;   
                2'b11: led <= 4'b1000;   
                default: led <= 4'b0000;  
            endcase
        end
    end
endmodule
==> design/flow/run.sh <==
#!/bin/bash
# OpenROAD 26Q1-2900-gdf79404cd8, Yosys 0.63+post, stock flow scripts
make -C /OpenROAD-flow-scripts/flow DESIGN_CONFIG=/design/flow/config.mk WORK_HOME=/design/flow/orfs finish
==> design/flow/config.mk <==
export PLATFORM = sky130hd
export DESIGN_NAME = button_to_led
export DESIGN_NICKNAME = button_to_led
export VERILOG_FILES = /design/flow/design.v
export SDC_FILE = /design/flow/constraint.sdc
export NUM_CORES = 4
export LEC_CHECK = 1
export CORE_AREA = 10 10 109 109
export DIE_AREA = 0 0 119 119
==> design/flow/constraint.sdc <==
current_design button_to_led

set clk_period 4.1
set clk_io_pct 0.2

create_clock -name clk0 -period $clk_period [get_ports {clk}]

set non_clock_inputs [all_inputs -no_clocks]
set_input_delay [expr $clk_period * $clk_io_pct] -clock clk0 $non_clock_inputs
set_output_delay [expr $clk_period * $clk_io_pct] -clock clk0 [all_outputs]
==> git commit body <==
Log flow metrics for this revision

- Setup ws final: 1.78 ns
* Setup slack of the most critical reg-to-reg path: 1.78 ns
* Fraction of final layout cells with drive strength greater than 1: 7.18%
- The number of antenna violations at the first check in global routing came to 0.
* Root Driver: clkbuf_8
- Buffers added to address setup during post-CTS repair amount to 0.
- Largest family of logic cells by area: simple AND/OR/NAND/NOR gates
- In this run the VDD rail shows a maximum IR drop of 0.0000941 V.
- Across all stage logs, warnings added up to 26.
- The timer found 4 register pins that no clock reaches; their paths are not timed.
* Count of H-tree levels built during CTS: 2
- Max Cap Viol: 0
- The routed design has 3460 um of wire.
- Proportion of netlist area held by the largest area contributor: 50.3%
- Worst slack after detailed placement: 1.74 ns
- Fmax achieved: 431 MHz
- Worst hold-check path type: reg2reg
- Endpoints left unconstrained: 7
- A synthesized cell averages 10.4 um^2.
* Proportion of synthesized flip-flops having asynchronous set or reset: 100%
- Setup repair after global routing left no endpoint under its margin.
* Via count of the first global-routing pass: 1220
- In the routed layout, each cell is associated on average with a via count of 4.21.
* Largest net degree at the start of global routing: 38
- TritonCTS built the clock tree.
* FA/HA/MAJ Cells, Area Fraction: 2.09%
* Post-route design area: 0.00209 mm^2
- Per Yosys stat, the portion of area used by sequential elements is 51.7%.
- 9 I/O pins were placed.
- Data on the critical path is required at its endpoint by 4.24 ns.
- Global-route wire length before repair: 6000 um
* Count of buffer and inverter cells on the critical path: 0
- Looking at area per cell type in the netlist, the leader is dfrtp_1.
* Combinational gate area: 796 um^2
- Of the total synthesized cell area, the portion taken by XOR and XNOR cells is 8.80%.
* Crit start category: flop
- For this block, the initial DRC count from the detailed router was 42.
* Critical Path, Cell by Cell: ha_1 -> nand2_1 -> or4_1 -> nor2_1 -> nor2_1
* Row count: 36
* Most numerous cell on the critical path: nor2_1
- Note, the detailed placer reported a final HPWL of 2510 um.
- Gate count after technology mapping: 173
- The vertical die dimension reported for this design is 119 um.
- The flow ran to the end, and the final reports show no timing, DRC or antenna violations.
- Total global-route track usage over all layers is 4.96%.
- Most instantiated cells after synthesis: dfrtp_1 (36), nand4_1 (14), nor2_1 (13), xor2_1 (10)
- Routability-driven placement finished with a final weighted congestion of 0.892.
- In this run the critical register-to-register path is launched from lfsr_inst.cnt[0]$_DFF_PP0_.
- Counting the warning lines in the Yosys log gives 3.
- Hold path endpoint: lfsr_inst.cnt[25]$_DFF_PP0_
- Leak: 0.818 nW
- Setup Crit Path Kind: reg2reg
* Total core area: 0.00964 mm^2
* Final Cycle Share: 56.5%
* Time the worst path needs with I/O delays and setup: 2.32 ns
- Compound-Gate Fraction of Synth Area: 5.17%
- End of the worst register-to-register path: lfsr_inst.cnt[12]$_DFF_PP0_
- P&R area growth vs syn: 16.5%
- For this run, the share of the core covered by cells in the final layout is 21.7%.
* Max-slew headroom: 46.6%
- Worst slew pin tran: 0.799 ns
- The final timing report lists a hold violation count of 0.
- Number of port buffers: 7
* Delay-heaviest family, CP: simple AND/OR/NAND/NOR gates
- Nets still carrying antenna violations after routing amount to 0.
- Fin Hold WS: 0.471 ns
- Yosys chip area: 0.00179 mm^2
* Tally of filler cells in the layout: 1068
- Quantity of hold-fixing buffers added after cts: 0
* Combined area of all synthesized cells: 0.00179 mm^2
- Post-synth the commonest register cell is dfrtp_1.
- Per the detailed placement report, the placed cell area equals 0.00200 mm^2.
- For reference, the top cells by area after synthesis are dfrtp_1 (50%), nand4_1 (4.9%), xor2_1 (4.9%), xnor2_1 (3.9%), nor2_1 (2.7%).
- Across the routed clock network, the largest skew measured is 0.00447 ns.
- Measured in cells, the most critical reg-to-reg path has a length of 5.
- CP max stage delay: 0.66 ns
* Total DRC errors in the routed layout: 0
* Max-slew violations: 0
* Number of cells in the finished layout apart from fillers: 314
- In this run, CTS created clock tree buffers numbering 5.
* Insertion delay of the later-clocked pin in the worst-skew pair: 0.29 ns
* AND/OR/NAND/NOR Cells, Area Fraction: 26.5%
- The last timing report of the flow puts the setup violation total at 0.
- Critical-path top delay cell: nor2_1
- The OpenROAD report gives the critical path a data arrival time of 2.46 ns.
- The worst hold path begins at lfsr_inst.cnt[25]$_DFF_PP0_.
- Post-CTS resize count: 0
- Number of synthesized register bits: 37
- After clock tree synthesis, the clock-pin slew on the worst setup and hold paths is 0.06 ns.
* Power Total: 582 uW
- The share of the core area taken by cells at floorplan is 18.6%.
- Counting along the longest clock path gives a buffer depth of 2.
* Overall via count from detail_route: 1321
- Avg WL per Cell: 11.0 um
- In the routed netlist, the antenna diode instances number 0.
* Worst-path maximum fanout: 12
- Sort of element at the end of the critical path: flop
* Setup tns final: 0 ns
* Number of optimization iterations in the first detailed-route pass: 4
* Power density over the cells: 279 mW/mm^2
- From left edge to right edge, the die measures 119 um.
- Including well taps, the total number of placed cells is 307.
- Combined flip-flop and latch cell area: 927 um^2
* Cell count in the Yosys report: 173
- The die covers 0.0142 mm^2.
- Number of distinct library cell variants in the gate-level netlist after synthesis: 40
* GRT overflow: 0
* Number of stages on the worst hold path: 1
- Synth top cell by count: dfrtp_1
- Count of library flops with an enable pin: 0
- Summing all multiplexer cells gives an area fraction of 1.68%.
report_power, final:
part	leakage (nW)	internal [mW]	switching, mW
sequential	0.478	0.329	0.000246
clock	0.0443	0.133	0.108
combinational	0.296	0.00416	0.00743
total	0.818	0.466	0.116
flip-flops by register name, summed over array words and instances (netlist names):
register / flops
lfsr_inst.lfsr: 2
lfsr_inst.cnt: 26
btn2_d: 1
btn1_d: 1
lfsr_inst.clk_div: 1
led: 3
lfsr_inst.rand_num: 2
btn3_d: 1
per-layer routing:
layer | vias to the layer above | global-route usage, % | share of wire [%]
met3 | 9 | 1.49 | 5.0
met4 | 0 | 0.763 | 1.8
met1 | 652 | 7.18 | 49
met5 | - | 0 | 0
met2 | 31 | 7.33 | 44
li1 | 629 | - | -
how the worst max path moves through the flow:
stage / to / cells past startpoint / slack (ns) / start
4_1_cts: lfsr_inst.cnt[6]$_DFF_PP0_ / 5 / 1.73 / lfsr_inst.cnt[0]$_DFF_PP0_
5_1_grt: lfsr_inst.cnt[12]$_DFF_PP0_ / 5 / 1.53 / lfsr_inst.cnt[0]$_DFF_PP0_
6_report: lfsr_inst.cnt[12]$_DFF_PP0_ / 5 / 1.78 / lfsr_inst.cnt[0]$_DFF_PP0_
cell type report:
type	instances	share of cell area (%)
flip-flops and latches	37	44.4
multi-input cells	120	38.1
well taps	133	7.97
clock buffers	7	4.14
repair buffers	8	3.72
inverters	9	1.62
cells in the final DEF (no fill, tap or decap), types with 4 or more instances in the layout:
cell,n
nand4_1,14
nand3_1,7
xor2_1,10
inv_1,9
a21oi_1,4
or4_1,4
nor3_1,6
nor2_1,13
xnor2_1,8
or3_1,5
nand2_1,9
dfrtp_1,36
clkbuf_8,6
clkdlybuf4s50_1,7
cell families after synthesis:
kind of cell | Yosys count
DFF | 37
and+or+nand+nor | 81
adders and majority gates | 3
muxes | 3
buffers and inverters | 16
other | 1
AOI/OAI and AO/OA | 14
xor gates and xnor gates | 18
Power is estimated from default activity; no workload was simulated.

==> design.v <==
module Data_driver(
    input clk,
    input rst,
    input col,
    input row,
    input [159:0] R00in,
    input [159:0] R01in,
    input [159:0] R02in,
    input [159:0] R03in,
    input [159:0] R04in,
    input [159:0] R05in,
    input [159:0] R10in,
    input [159:0] R11in,
    input [159:0] R12in,
    input [159:0] R13in,
    input [159:0] R14in,
    input [159:0] R15in,
    input gameover,
    output reg Ready,
    output reg Gaming,
    output reg R0,
    output reg R1,
    output reg B0,
    output reg B1,
    output reg G0,
    output reg G1,
    output M1Down,
    output M2Down,
    output M3Down
);
parameter[3:0] IDLE = 3'd0, ready = 3'd1, NowGaming = 3'd2, Finish = 3'd3;
reg [2:0] setupcnt;
reg [1:0] CS, NS;
always@(posedge clk or posedge rst)begin
    if(rst)
        CS <= IDLE;
    else
        CS <= NS;
end
always@(posedge clk or posedge rst)begin
    if(rst)
        setupcnt <= 3'd0;
    else if(CS == ready)
        setupcnt <= setupcnt + 3'd1;
end
always @(posedge clk or posedge rst) begin
    if(rst)
        Ready <= 1'd0;
    else begin
        if(NS == ready)
            Ready <= 1'd1;
        else if(NS == NowGaming)
            Ready <= 1'd0;    
    end
end
always @(posedge clk or posedge rst)begin
    if(rst)
        Gaming <= 1'd0;
    else begin
        if(NS == NowGaming)
            Gaming <= 1'd1;
        else if(NS == Finish)
            Gaming <= 1'd0;
    end
end
always@(*)begin
    case(CS)
        IDLE:begin
            NS <= ready;
        end
        ready:begin
            if(setupcnt == 3'd6)
                NS <= Gaming;
            else
                NS <= ready;
        end
        Gaming:begin
            if(gameover)
                NS = Finish;
            else
                NS = Gaming;
        end
    endcase
end
wire [5:0] register;
assign register =  col /6'd10;
wire [11:0] pixel;
assign pixel = col - register + row * 6'd6;
always@(*)begin
    case(register)
        0:begin
            if(row < 4'd11)begin  
                if(row < 4'd6)begin
                    R1 = R10in[pixel];
                    B1 = 1'd0;
                    G1 = R10in[pixel];
                end
                R0 = R00in[pixel];
                B0 = 1'd0;
                G0 = R00in[pixel];
                R1 = 1'd0;
                B1 = R10in[pixel];
                G1 = 1'd0;
            end
            else begin
                R0 = 1'd0;
                B0 = 1'd0;
                G0 = R00in[pixel];
                R1 = 1'd0;
                B1 = R10in[pixel];
                G1 = 1'd0;
            end
        end
        1:begin
            if(row < 4'd11)begin  
                if(row < 4'd6)begin
                    R1 = R11in[pixel];
                    B1 = 1'd0;
                    G1 = R11in[pixel];
                end
                R0 = R01in[pixel];
                B0 = 1'd0;
                G0 = R01in[pixel];
                R1 = 1'd0;
                B1 = R11in[pixel];
                G1 = 1'd0;
            end
            else begin
                R0 = 1'd0;
                B0 = 1'd0;
                G0 = R01in[pixel];
                R1 = 1'd0;
                B1 = R11in[pixel];
                G1 = 1'd0;
            end
        end
        2:begin
            if(row < 4'd11)begin  
                if(row < 4'd6)begin
                    R1 = R12in[pixel];
                    B1 = 1'd0;
                    G1 = R12in[pixel];
                end
                R0 = R02in[pixel];
                B0 = 1'd0;
                G0 = R02in[pixel];
                R1 = 1'd0;
                B1 = R12in[pixel];
                G1 = 1'd0;
            end
            else begin
                R0 = 1'd0;
                B0 = 1'd0;
                G0 = R02in[pixel];
                R1 = 1'd0;
                B1 = R12in[pixel];
                G1 = 1'd0;
            end
        end
        3:begin
            if(row < 4'd11)begin  
                if(row < 4'd6)begin
                    R1 = R13in[pixel];
                    B1 = 1'd0;
                    G1 = R11in[pixel];
                end
                R0 = R03in[pixel];
                B0 = 1'd0;
                G0 = R03in[pixel];
                R1 = 1'd0;
                B1 = R13in[pixel];
                G1 = 1'd0;
            end
            else begin
                R0 = 1'd0;
                B0 = 1'd0;
                G0 = R03in[pixel];
                R1 = 1'd0;
                B1 = R13in[pixel];
                G1 = 1'd0;
            end
        end
        4:begin
            if(row < 4'd11)begin  
                if(row < 4'd6)begin
                    R1 = R14in[pixel];
                    B1 = 1'd0;
                    G1 = R14in[pixel];
                end
                R0 = R04in[pixel];
                B0 = 1'd0;
                G0 = R04in[pixel];
                R1 = 1'd0;
                B1 = R14in[pixel];
                G1 = 1'd0;
            end
            else begin
                R0 = 1'd0;
                B0 = 1'd0;
                G0 = R04in[pixel];
                R1 = 1'd0;
                B1 = R14in[pixel];
                G1 = 1'd0;
            end
        end
        5:begin
            if(row < 4'd11)begin  
                if(row < 4'd6)begin
                    R1 = R15in[pixel];
                    B1 = 1'd0;
                    G1 = R15in[pixel];
                end
                R0 = R05in[pixel];
                B0 = 1'd0;
                G0 = R05in[pixel];
                R1 = 1'd0;
                B1 = R15in[pixel];
                G1 = 1'd0;
            end
            else begin
                R0 = 1'd0;
                B0 = 1'd0;
                G0 = R05in[pixel];
                R1 = 1'd0;
                B1 = R15in[pixel];
                G1 = 1'd0;
            end
        end
        default: begin
            R0 = 1'd0;
            B0 = 1'd0;
            G0 = 1'd0;
            R1 = 1'd0;
            B1 = 1'd0;
            G1 = 1'd0;
        end
    endcase
end
endmodule
==> run.sh <==
#!/bin/bash
# OpenROAD 26Q1-2900-gdf79404cd8, Yosys 0.63+post, stock flow scripts
make -C /OpenROAD-flow-scripts/flow DESIGN_CONFIG=/design/flow/config.mk WORK_HOME=/design/flow/orfs finish
==> config.mk <==
export PLATFORM = sky130hd
export DESIGN_NAME = Data_driver
export DESIGN_NICKNAME = Data_driver
export VERILOG_FILES = /design/flow/design.v
export SDC_FILE = /design/flow/constraint.sdc
export NUM_CORES = 4
export LEC_CHECK = 1
export CORE_AREA = 10 10 736 736
export DIE_AREA = 0 0 746 746
==> constraint.sdc <==
current_design Data_driver

set clk_period 1.7
set clk_io_pct 0.2

create_clock -name clk0 -period $clk_period [get_ports {clk}]

set non_clock_inputs [all_inputs -no_clocks]
set_input_delay [expr $clk_period * $clk_io_pct] -clock clk0 $non_clock_inputs
set_output_delay [expr $clk_period * $clk_io_pct] -clock clk0 [all_outputs]
==> summary.txt <==
Results of the run.

The worst setup path is of the input pin to output pin kind. The commonest register cell is sky130_fd_sc_hd__dfrtp_1. Clock tree synthesis inserted a total of 3 buffers.

Sorting the synthesized cells by how often they occur yields sky130_fd_sc_hd__buf_4, sky130_fd_sc_hd__dfrtp_1, sky130_fd_sc_hd__inv_1, sky130_fd_sc_hd__ha_1. The number of enable flip-flop cells is 0. By area the synthesized netlist is led by sky130_fd_sc_hd__dfrtp_1, sky130_fd_sc_hd__ha_1, sky130_fd_sc_hd__buf_4, sky130_fd_sc_hd__mux4_1, sky130_fd_sc_hd__dlxtn_1. The number of levels the H-tree was split into is 1. Between clock sinks in the finished design, the worst skew comes to 0.00212 ns. The sort of element at the start of the critical path is an input pin.

The synthesis-stage register bit count is 9. The capture point of the worst register-to-register path is recorded as setupcnt[1]. The longest clock path from root to sink contains 2 buffers. Per STA, the highest per-stage delay on the worst path measures 0.46 ns. The floorplan step records an initial core utilization of 0.0936%. The most critical setup path has its startpoint at R00in[0]. Buffers placed on the I/O ports in this run total 17. The placement-stage cell area is 0.00935 mm2. Dividing the synthesized area by the synthesized cell count gives 11.7 um2.

The routed metal-1 wirelength is 1070 um. Fill cells in the final layout number 63052. The number of unconstrained endpoints is 4.

For this block, the initial DRC count from the detailed router was 3. After synthesis the cells add up to 492 um2. In this run the vertical extent of the chip is 746 um. The timing report gives the clock slew at the launch and capture registers of the worst setup and hold paths as 0.04 ns. The detailed-placement wirelength estimate is 1530 um. In this run, distinct cell masters in the synthesized netlist total 17.

In the final timing run, aggregate negative setup slack is 0 ns. The worst setup path is captured at an output pin. The final standard cell utilization of the core is 1.79%. The run finished with clean final reports.

The stat command in Yosys gives a chip area of 492 um2. Entering global routing, the biggest net connects 8 pins. The area occupied by registers is 205 um2. The number of setup violations in the final report is 0. In this run the static leakage power is 0.386 nW. The via count of the first global-routing pass is 403. The number of cell rows is 266. After routing the design area is 0.00942 mm2. Counting every instance in the synthesized netlist gives 42. The clock network latency to the later pin of the worst-skew pair is 0.23 ns. The post-synthesis cell count from yosys is 42. The startpoint of the worst register-to-register path is CS[1]. The max-slew violation total from the final report is 0. The largest total area in the synthesized netlist belongs to sky130_fd_sc_hd__dfrtp_1. After synthesis, the largest area contributor takes up 35.6% of total cell area. The signed area change from the synthesized netlist to the final layout is 1820%. The first global-routing pass estimated 2390 um of wire. The horizontal die dimension is 746 um.

The DRC violation total left in the routed layout is recorded as 0. The final layout contains routed wiring with a total length of 1660 um. The number of antenna violations at the first check in global routing is 0. After floorplanning, the die was sized to cover 0.557 mm2.

For the worst flop-to-flop path, the logic depth is 2. Along the worst path, the maximum fanout reaches 2. Setup repair after global routing left no endpoint under its margin.

Counting both buffers and inverters, the worst setup path holds a total of 2. Per the detail_route report, inserted antenna diodes total 0. The total length of routed met2 wires is 417 um. The remaining number of nets flagged by the antenna check after routing is 0. The area taken by multi-input combinational cells is reported as 219 um2. Dividing the detail-routed wire length by the instance count gives 0.236 um. On the critical path the data arrives at 1.33 ns.

In the final layout, the share of cells above drive strength 1 is 16.7%. In this design, the largest share of critical-path delay is due to buffers and inverters. The leftover overflow at the end of global routing is 0. The worst VDD IR drop from the latest analysis is 0.566 mV.

The core box area is 0.525 mm2. For reference, the final report shows the hold violation count at 0. The global-route usage over all layers is 0.0584%.

Per STA, the worst path is made up of clkdlybuf4s50_1 > mux4_2 > buf_2. The routed design could run at a clock period as short as 1.67 ns. The count of unclocked register or latch pins is 2. After detailed routing, the met3 layer carries 178 um of wire. The timing report gives the worst reg2reg path a setup slack of 0.74 ns. The proportion of synthesized flip-flops having asynchronous set or reset is 77.8%. The power density over the cells is 64.3 mW/mm2. The endpoint required time on the critical path is 1.36 ns.

The kind of path behind the tightest hold check is input pin to asynchronous set/reset pin. Using the TritonRoute via totals, the vias-per-cell ratio works out to 0.0470. Timing would allow up to 599 MHz. The post-cts hold-fix buffer tally is 0. Routability-driven placement finished with a final weighted congestion of 0.473. The OpenROAD warning count is 1026. Signal routing reaches up to met3. Per the CTS log, the root buffer master is sky130_fd_sc_hd__clkbuf_16. Power comes to 606 uW. The max-capacitance violation count is 0. The via count of the routed design is 330. The most critical hold endpoint after final layout shows a slack of 0.340 ns. For this run, the number of Yosys warnings is 4.

TritonCTS built the clock tree. The count of TritonRoute iterations in the first routing pass is 2. The final clock period utilization by the worst path is 98.1%.

The slowest library cell on the worst path is sky130_fd_sc_hd__mux4_2. 1936 I/O pins were placed.
==> cell type report <==
cell class	count	area share, %
clock buffers	4	0.837
well taps	6968	92.6
multi-input cells	24	2.32
flip-flops and latches	9	2.18
inverters	6	0.239
repair buffers	17	1.85
==> per-stage QoR <==
| stage | setup slack, ns | std cells |
|---|---|---|
| after floorplan | 0.378 | 47 |
| after global placement | -0.518 | 7024 |
| after detailed placement | -0.510 | 7024 |
| after CTS | 0.00172 | 7028 |
| after global routing | 0.00115 | 7028 |
| final | 0.0317 | 7028 |
==> kinds of logic (layout without fill, tap and decap cells) <==
logic type	Yosys count	in the layout	synth area share, %
xor gates and xnor gates	2	2	3.56
buffers and inverters	14	27	16.0
AOI/OAI and AO/OA	2	2	3.05
DFF	7	7	35.6
latches	2	2	6.11
other	1	6	0.763
muxes	4	4	15.0
adders and majority gates	5	5	12.7
and+or+nand+nor	5	5	7.13
==> worst register-to-register path: stages (launching register included) <==
cell,delay (ns)
sky130_fd_sc_hd__dfrtp_1,0.42
sky130_fd_sc_hd__nor2b_1,0.26
sky130_fd_sc_hd__mux2i_1,0.21
==> worst max-delay path by stage <==
stage | to | slack [ns] | cells after the start
4_1_cts | G0 | 0.002 | 3
5_1_grt | R0 | 0.001 | 3
6_report | G0 | 0.03 | 3
==> registers in the layout (all words and copies together), names as in the netlist <==
name and flops:
setupcnt 3, CS 2, NS 2, Gaming 1, Ready 1
==> timing repair <==
action / in CTS / in global routing
buffers inserted: 0 / 0
endpoints found under the setup margin: 3 / 3
resized: 12 / 4
gates cloned: 0 / 0
==> report_power, final <==
part	total, mW	internal [mW]	switching (mW)
Clock	0.393	0.311	0.0818
Combinational	0.0453	0.0337	0.0116
Sequential	0.168	0.168	0
==> metal layers <==
| metal | vias up | global-route usage [%] |
|---|---|---|
| li1 | 159 | - |
| met1 | 150 | 0.110 |
| met2 | 21 | 0.0485 |
| met3 | 0 | 0.0314 |
| met4 | 0 | 0.00369 |
| met5 | - | 0 |
==> cells in the final DEF, fill, tap and decap left out, types with 2 or more instances in the layout <==
cell type	netlist	final
sky130_fd_sc_hd__inv_1	6	6
sky130_fd_sc_hd__dfrtp_1	7	7
sky130_fd_sc_hd__conb_1	1	6
sky130_fd_sc_hd__ha_1	5	5
sky130_fd_sc_hd__dlymetal6s2s_1	0	4
sky130_fd_sc_hd__dlxtn_1	2	2
sky130_fd_sc_hd__a21o_1	2	2
sky130_fd_sc_hd__mux4_2	0	2
sky130_fd_sc_hd__clkbuf_16	0	3
sky130_fd_sc_hd__xnor2_1	2	2
sky130_fd_sc_hd__buf_2	0	3
sky130_fd_sc_hd__clkdlybuf4s50_1	0	8
Power is estimated from default activity; no workload was simulated.
